File: flow/config.mk
export PLATFORM = sky130hd
export DESIGN_NAME = PE
export DESIGN_NICKNAME = PE
export VERILOG_FILES = /design/flow/design.v
export SDC_FILE = /design/flow/constraint.sdc
export NUM_CORES = 4
export LEC_CHECK = 1
export CORE_UTILIZATION = 30
File: flow/constraint.sdc
current_design PE

set clk_period 5.8
set clk_io_pct 0.2

create_clock -name clk0 -period $clk_period [get_ports {clk}]

set non_clock_inputs [all_inputs -no_clocks]
set_input_delay [expr $clk_period * $clk_io_pct] -clock clk0 $non_clock_inputs
set_output_delay [expr $clk_period * $clk_io_pct] -clock clk0 [all_outputs]
File: flow/design.v
`timescale 1ns / 1ps
module PE #(parameter DEP=8) (
    input signed [(DEP-1):0] x_in,
    input signed [(DEP-1):0] w_in,
    input clk,
    input rst_in_left,
    input rst_in_up,
    output logic signed [(DEP-1):0] x_out,
    output logic signed [(DEP-1):0] w_out,
    output logic signed [(DEP-1):0] y_out,
    output logic rst_out_right,
    output logic rst_out_down
    );
    logic signed [(DEP-1):0] y;
    logic rst;
    assign rst = rst_in_up || rst_in_left;
    initial
    begin
        x_out = 0;
        w_out = 0;
        y = 0;
    end
    always @ (posedge clk) 
    begin
        if (rst)
        begin
            y <= 0;
            y_out <= y;
        end
        else begin
            y_out <= 0;
            y <= y + x_in * w_in;
        end
        w_out <= w_in;
        x_out <= x_in;
        rst_out_right <= rst;
        rst_out_down <= rst;
    end
endmodule
File: flow/run.sh
#!/bin/bash
# OpenROAD 26Q1-2900-gdf79404cd8, Yosys 0.63+post, stock flow scripts
make -C /OpenROAD-flow-scripts/flow DESIGN_CONFIG=/design/flow/config.mk WORK_HOME=/design/flow/orfs finish
==> qor.txt <==
gr ovfl total = 0
Top Ports = 45
hold_ws = 475 ps
DP HPWL = 2610 µm
number of port buffers = 44
top cells by count = dfxtp_1 (33), inv_1 (26), and2_1 (21)
CP most frequent cell = fa_1
first-pass iteration count of the detailed router = 4
Top non-seq family = adder cells
Post-Synth Adder-Cell Area = 33.3%
YS chip area = 1840 µm²
async set-reset flop share out of synthesis = 0%
Cell area leaders = dfxtp_1 (36%), fa_1 (20%), ha_1 (14%)
and+or+nand+nor area frac = 14.2%
H-tree depth = 2
most frequent cell after synthesis = dfxtp_1
root buf cell = clkbuf_8
OpenROAD warning count = 25
Total GRT Usage = 13.1%
Layout area overhead = 35.0%
final-report hold violation count = 0
synthesized instance count = 170
Mapped Area = 1840 µm²
Slew Limit Headroom = 77.5%
Layout Cells excl Fill = 298
RSZ-0062 raised after global routing = no
reg2reg setup slack = 1730 ps
setup violators final = 0
reg2reg end = y[7]$_SDFF_PP0_
Worst EP required = 6020 ps
max_cap viols = 0
crit path capture = y[7]$_SDFF_PP0_
via density per instance = 4.05
worst hold path class = reg2reg
CP Launch Type = input pin
Slew Limit Fails = 0
Post-synth EDFFs = 0
sequential element share of the synthesized area = 36.0%
Final ANT Viol Nets = 0
worst-margin pin slew = 337 ps
post-DR wirelength/cell = 11.8 µm
mux share = 0%
TritonCTS clock tree = done
ratio of final minimum period to clock period = 89.1%
TritonCTS Buffers = 5
vias in the first global route = 1,265
share of cells above drive strength 1 = 4.93%
die area = 6440 µm²
Post-Synth AOI/OAI Area = 0.682%
clock tree sinks = 33
VDD IR max = 156 µV
Worst setup EP type = flip-flop
post-cts hold-fix buffer tally = 0
share of the synthesized area in the top cell type = 36.0%
FF-to-FF path depth = 14
chip height = 80.2 µm
routed via count = 1,207
final instance area = 2480 µm²
CP arrival = 5390 ps
initial antenna violation count = 0
Placed Cells incl. Taps = 291
floorplan core area = 5920 µm²
f_max = 194 MHz
Unique cell types = 16
Worst-Skew Late Latency = 280 ps
ys flops = 33
setup TNS = 0 ps
first-iteration detailed-routing DRC count = 31
cell type with the largest total area = dfxtp_1
RePlAce Congestion = 0.849
Core Util at FP = 31.0%
Die W = 80.2 µm
placed inst area = 2390 µm²
origin of the worst setup path = x_in[5]
largest net degree at the start of global routing = 16
Max Clock Skew = 3.37 ps
Main synth FF type = dfxtp_1
antenna cells = 0
worst-path cell chain = clkdlybuf4s50_1 > nand2_1 > fa_1 > inv_1 > fa_1 > inv_1 > fa_1 > inv_1 > fa_1 > ha_1 > xor2_1 > xnor3_1 > xnor3_1 > xnor3_1 > nor2_1
first-pass GRT wire length = 6100 µm
Worst path slowest cell = fa_1
outcome = complete, no violations
Crit Reg-Reg Startpoint = y[6]$_SDFF_PP0_
post-CTS setup buffer count = 0
yosys warns = 1
P_leak = 0.00117 µW
Syn Area/Cell = 10.8 µm²
Tmin final = 5170 ps
xor/xnor share of the synthesized area = 9.88%
row count = 28
pwr/cell area = 333 nW/µm²
critical path's largest stage delay = 530 ps
yosys cell count = 170
DR DRC count = 0
critical path type = in2reg
CTS resizes = 0
drt total wl = 3530 µm
CP max FO = 4
Clock Pin Slew Worst Setup and Hold Paths = 70 ps
clk buf depth = 2
logic make-up after synthesis:
logic type / Yosys count
buf+inv: 28
xor+xnor: 16
fa+ha+maj: 38
flops: 33
simple gates: 53
compound gates: 2
routing by layer:
metal	up-vias	routed length, µm	track usage, %
li1	613	-	-
met2	50	1410	18.5
met1	539	1800	20.2
met3	5	272	4.84
met5	-	0	0
met4	0	44	1.61
cell type report:
type / instances / area (µm²)
fill: 582 / 3440
multi-input combinational: 109 / 1070
sequential: 33 / 661
timing repair buffer: 48 / 470
inverter: 26 / 97.6
tap: 75 / 93.8
clock buffer: 6 / 82.6
clock inverter: 1 / 7.51
worst min path at each step:
| stage | slack, ps | startpoint | cells past startpoint | to |
|---|---|---|---|---|
| final | 480 | y[3]$_SDFF_PP0_ | 2 | y_out[3]$_SDFF_PN0_ |
| after global routing | 490 | y[0]$_SDFF_PP0_ | 1 | y_out[0]$_SDFF_PN0_ |
| after CTS | 480 | y[1]$_SDFF_PP0_ | 2 | y_out[1]$_SDFF_PN0_ |
worst max-delay path, delay by kind of cell:
| family | cells | cell delay, ps |
|---|---|---|
| xor+xnor | 4 | 1230 |
| fa+ha+maj | 5 | 2150 |
| buf+inv | 4 | 670 |
| simple gates | 2 | 170 |
state kept, by name, indices dropped and copies added, names as in the netlist:
signal / count
y: 8
x_out: 8
rst_out_down: 1
w_out: 8
y_out: 8
per-stage QoR:
step / utilization [%] / worst slack, ps / total power, µW
floorplan: - / 965 / 548
global placement: 40.3 / 358 / 657
detailed placement: 40.3 / 316 / 653
CTS: 41.9 / 618 / 840
global route: 41.9 / 395 / 904
finish: 41.9 / 634 / 826
power by group:
part           switching [µW]  internal (µW)
sequential               7.80            254
combinational             170            217
clock                    83.8           93.8
layout by cell type, fill, tap and decap left out, drive strengths merged:
| cell | netlist | final |
|---|---|---|
| fa | 18 | 18 |
| nor2b | 3 | 3 |
| nor2 | 8 | 8 |
| and2 | 21 | 21 |
| dfxtp | 33 | 33 |
| clkbuf | 1 | 6 |
| inv | 26 | 26 |
| nand2 | 20 | 20 |
| xnor3 | 3 | 3 |
| nand2b | 1 | 1 |
| a21oi | 1 | 1 |
| ha | 20 | 20 |
| a21o | 1 | 1 |
| buf | 1 | 4 |
| clkinvlp | 0 | 1 |
| xnor2 | 12 | 12 |
| clkdlybuf4s50 | 0 | 44 |
| xor2 | 1 | 1 |
Power and IR drop assume default switching activity.
